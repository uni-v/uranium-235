==> /design/flow/design.v <==
`timescale 1ns / 1ps
module uv_spi_rxq
#(
    parameter QUE_AW = 3,
    parameter QUE_DP = 2**QUE_AW,
    parameter QUE_DW = 32
)
(
    input                           clk,
    input                           rst_n,
    output                          enq_rdy,
    input                           enq_vld,
    input  [QUE_DW-1:0]             enq_dat,
    output                          deq_rdy,
    input                           deq_vld,
    output [QUE_DW-1:0]             deq_dat,
    input                           que_clr,
    output [QUE_AW:0]               que_len
);
    uv_queue
    #(
        .DAT_WIDTH                  ( QUE_DW            ),
        .PTR_WIDTH                  ( QUE_AW            ),
        .QUE_DEPTH                  ( QUE_DP            ),
        .ZERO_RDLY                  ( 1'b1              ),
    )
    u_que
    (
        .clk                        ( clk               ),
        .rst_n                      ( rst_n             ),
        .wr_rdy                     ( enq_rdy           ),
        .wr_vld                     ( enq_vld           ),
        .wr_dat                     ( enq_dat           ),
        .rd_rdy                     ( deq_rdy           ),
        .rd_vld                     ( deq_vld           ),
        .rd_dat                     ( deq_dat           ),
        .clr                        ( que_clr           ),
        .len                        ( que_len           ),
        .full                       (                   ),
        .empty                      (                   )
    );
endmodule
`timescale 1ns / 1ps
module uv_queue
#(
    parameter DAT_WIDTH         = 32,
    parameter PTR_WIDTH         = 3,
    parameter QUE_DEPTH         = 2**PTR_WIDTH,
    parameter ZERO_RDLY         = 1'b1   
)
(
    input                       clk,
    input                       rst_n,
    output                      wr_rdy,
    input                       wr_vld,
    input  [DAT_WIDTH-1:0]      wr_dat,
    output                      rd_rdy,
    input                       rd_vld,
    output [DAT_WIDTH-1:0]      rd_dat,
    input                       clr,
    output [PTR_WIDTH:0]        len,
    output                      full,
    output                      empty
);
    localparam UDLY             = 1;
    localparam LEN_WIDTH        = PTR_WIDTH + 1;
    localparam SUB_DEPTH        = QUE_DEPTH - 1;
    genvar i;
    reg  [DAT_WIDTH-1:0]        que [0:QUE_DEPTH-1];
    reg  [DAT_WIDTH-1:0]        rd_dat_r;
    reg                         wr_rdy_r;
    reg                         rd_rdy_r;
    reg  [PTR_WIDTH-1:0]        wr_ptr_r;
    reg  [PTR_WIDTH-1:0]        rd_ptr_r;
    reg  [LEN_WIDTH-1:0]        len_r;
    wire                        wr_fire;
    wire                        rd_fire;
    wire                        wr_only;
    wire                        rd_only;
    wire [PTR_WIDTH-1:0]        wr_ptr_add;
    wire [PTR_WIDTH-1:0]        rd_ptr_add;
    wire [PTR_WIDTH-1:0]        wr_ptr_nxt;
    wire [PTR_WIDTH-1:0]        rd_ptr_nxt;
    wire [LEN_WIDTH-1:0]        len_add;
    wire [LEN_WIDTH-1:0]        len_sub;
    wire                        will_be_full;
    wire                        will_be_empty;
    wire                        must_not_be_full;
    wire                        must_not_be_empty;
    assign rd_dat               = rd_dat_r;
    assign wr_fire              = wr_vld & (~full);
    assign rd_fire              = rd_vld & (~empty);
    assign wr_only              = wr_fire & (~rd_fire);
    assign rd_only              = rd_fire & (~wr_fire);
    assign wr_ptr_add           = wr_ptr_r + 1'b1;
    assign rd_ptr_add           = rd_ptr_r + 1'b1;
    assign wr_ptr_nxt           = wr_ptr_add < QUE_DEPTH ? wr_ptr_add : {PTR_WIDTH{1'b0}};
    assign rd_ptr_nxt           = rd_ptr_add < QUE_DEPTH ? rd_ptr_add : {PTR_WIDTH{1'b0}};
    assign len_add              = len_r + 1'b1;
    assign len_sub              = len_r - 1'b1;
    assign will_be_full         = (len_r == SUB_DEPTH[LEN_WIDTH-1:0]);
    assign will_be_empty        = (len_r == {{PTR_WIDTH{1'b0}}, 1'b1});
    assign must_not_be_full     = len_r < SUB_DEPTH[LEN_WIDTH-1:0];       
    assign must_not_be_empty    = len_r > {{PTR_WIDTH{1'b0}}, 1'b1};
    assign len                  = len_r;
    assign full                 = len_r == QUE_DEPTH[LEN_WIDTH-1:0];
    assign empty                = len_r == {LEN_WIDTH{1'b0}};
    assign wr_rdy               = clr | must_not_be_full | (will_be_full & (~wr_only));
    assign rd_rdy               = (~clr) & (must_not_be_empty | (will_be_empty & (~rd_only)));
    always @(posedge clk) begin
        if (clr & wr_fire) begin
            que[0] <= #UDLY wr_dat;
        end
        else if ((~clr) & wr_fire) begin
            que[wr_ptr_r] <= #UDLY wr_dat;
        end
    end
    generate
        if (ZERO_RDLY) begin: gen_rdat_without_dly
            always @(*) begin
                rd_dat_r = que[rd_ptr_r];
            end
        end
        else begin: gen_rdat_without_dly
            always @(posedge clk) begin
                if (rd_fire) begin
                    rd_dat_r <= #UDLY que[rd_ptr_r];
                end
            end
        end
    endgenerate
    always @(posedge clk or negedge rst_n) begin
        if (~rst_n) begin
            wr_ptr_r <= {PTR_WIDTH{1'b0}};
        end
        else begin
            if (clr & (~wr_fire)) begin
                wr_ptr_r <= #UDLY {PTR_WIDTH{1'b0}};
            end
            else if (clr & wr_fire) begin
                wr_ptr_r <= #UDLY {{(PTR_WIDTH-1){1'b0}}, 1'b1};
            end
            else if ((~clr) & wr_fire) begin
                wr_ptr_r <= #UDLY wr_ptr_nxt;
            end
        end
    end
    always @(posedge clk or negedge rst_n) begin
        if (~rst_n) begin
            rd_ptr_r <= {PTR_WIDTH{1'b0}};
        end
        else begin
            if (clr) begin
                rd_ptr_r <= #UDLY {PTR_WIDTH{1'b0}};
            end
            else if (rd_fire) begin
                rd_ptr_r <= #UDLY rd_ptr_nxt;
            end
        end
    end
    always @(posedge clk or negedge rst_n) begin
        if (~rst_n) begin
            len_r <= {LEN_WIDTH{1'b0}};
        end
        else begin
            if (clr) begin
                len_r <= #UDLY wr_fire ? {{(LEN_WIDTH-1){1'b0}}, 1'b1} : {LEN_WIDTH{1'b0}};
            end
            else if (wr_only) begin
                len_r <= #UDLY len_add;
            end
            else if (rd_only) begin
                len_r <= #UDLY len_sub;
            end
        end
    end
endmodule
==> /design/flow/run.sh <==
#!/bin/bash
# OpenROAD 26Q1-2900-gdf79404cd8, Yosys 0.63+post, stock flow scripts
make -C /OpenROAD-flow-scripts/flow DESIGN_CONFIG=/design/flow/config.mk WORK_HOME=/design/flow/orfs finish
==> /design/flow/config.mk <==
export PLATFORM = sky130hd
export DESIGN_NAME = uv_spi_rxq
export DESIGN_NICKNAME = uv_spi_rxq
export VERILOG_FILES = /design/flow/design.v
export SDC_FILE = /design/flow/constraint.sdc
export NUM_CORES = 4
export LEC_CHECK = 1
export CORE_UTILIZATION = 40
==> /design/flow/constraint.sdc <==
current_design uv_spi_rxq

set clk_period 5.3
set clk_io_pct 0.2

create_clock -name clk0 -period $clk_period [get_ports {clk}]

set non_clock_inputs [all_inputs -no_clocks]
set_input_delay [expr $clk_period * $clk_io_pct] -clock clk0 $non_clock_inputs
set_output_delay [expr $clk_period * $clk_io_pct] -clock clk0 [all_outputs]
==> impl_metrics.csv <==
group,metric,value,unit
global_routing,antenna_found_initial,0,
hold_path,hp-start,"u_que.wr_ptr_r[1]",
drt,vias_per_cell,5.270,
floorplan,die_w,163.3,um
worst_setup_path,critical_path.startpoint,"u_que.rd_ptr_r[0]",
clock_network,clk_pin_slew,0.05,ns
sta,max-slew-margin-rel,0.4009,
clock_network,htree_levels,1,
placed_design,routabilityCongestion,0.8153,
flow_run,maxCapViolCount,0,
run_status,status,"complete, no violations",
worst_setup_path,crit_chain,"buf_12 > mux4_1 > mux2_2 > clkdlybuf4s50_1",
synthesis,synth_flops,266,
worst_setup_path,cp_slowest_stage_delay,0.81,ns
synthesis,top_cell,"edfxtp_1",
synthesis,syn-cell-area,0.01041,mm^2
drt,drc_errors,0,
synthesis,ys_area,0.01041,mm^2
synthesis,ys_top_logic_family,"multiplexers",
floorplan,initial_utilization,0.4111,
floorplan,die_area,0.02668,mm^2
drt,n_antenna_cell,0,
placed_design,dp_hpwl,10550,um
clock_network,cts_tree,"built",
layout,fillerInstances,1977,
worst_setup_path,worstPathMaxFanout,38,
synthesis,yosys-top-cells-area,"edfxtp_1, mux4_2, mux2_2",
clock_network,cts_hold_buffers,0,
sta,timing.hold.ws,0.6621,ns
layout,drive_gt1_frac,0.2596,
drt,wirelength,18840,um
floorplan,core,0.02533,mm^2
floorplan,fp.dieH,163.3,um
drt,num_vias,4743,
synthesis,ys_top_cells_by_count,"edfxtp_1, mux4_2, mux2_2",
clock_network,cts.sinks,266,
drt,drt-pass1-iter-count,4,
sta,tightestPinTransition,0.8938,ns
clock_network,cts_root_buffer,"clkbuf_16",
synthesis,ys.warnings.count,1,
layout,syn2layout_area_growth,19.89,%
placed_design,port_buffers,74,
synthesis,top_area_frac,0.7384,
floorplan,rows,58,
hold_path,hold_path_class,"reg2reg",
placed_design,dpl_cell_area,0.01161,mm^2
worst_setup_path,cp-end-kind,"output port",
floorplan,ios,75,
power,leakage,3.940,nW
clock_network,cts_setup_buffers,0,
worst_setup_path,critPathKind,"reg2out",
drt,drtIter0Drc,302,
sta,rsz0062_at_grt,"no",
sta,fin_skew,0.01432,ns
worst_setup_path,crit_arrival,3.07,ns
global_routing,grt_max_degree,44,
synthesis,async_flop_share,0.03759,
drt,ant_nets,0,
synthesis,ys.flop_type,"edfxtp_1",
synthesis,synthAdderAreaFrac,0.007211,
clock_network,cts_resized,0,
worst_setup_path,cp-start-kind,"flip-flop",
sta,finalCritPeriodShare,0.7785,
sta,slew_viol_final,0,
sta,hold_violations,0,
sta,fin_tns_setup,0,ns
worst_setup_path,slowest_stage,"dfrtp_4",
synthesis,netlist_instances,460,
worst_setup_path,worstPathRequired,4.24,ns
synthesis,ys_sh_xor,0.004206,
global_routing,gr-total-overflow,0,
synthesis,ys_cells,460,
synthesis,synth.cellmix.simpleShare,0.02199,
drt,wl_per_cell,20.94,um
synthesis,synthAoiAreaFrac,0.009975,
synthesis,ys_sh_mux,0.1793,
sta,fin_crit,4.126,ns
global_routing,grt_first_pass_wirelength,29130,um
layout,fin_util,0.4928,
synthesis,syn_area_per_cell,22.63,um^2
global_routing,grt_pass1_vias,5250,
sta,fmax,242.4,MHz
clock_network,cts_buffer_depth,3,
sta,setup_viol,0,
power,power_density,432.1,mW/mm^2
synthesis,synth_top_cell_by_area,"edfxtp_1",
worst_setup_path,crit_family,"multiplexers",
worst_setup_path,reg2reg_from,"u_que.len_r[0]",
flow_run,warnings,28,
synthesis,ys_seq_share,0.7624,
clock_network,cts_made_buffers,28,
synthesis,yosysUniqueCellTypes,37,
clock_network,insertion_delay,0.52,ns
power,ir_worst_vdd,283.5,uV
global_routing,track_usage,0.1630,
worst_setup_path,cp_num_buf_inv,2,
layout,fin_area,0.01248,mm^2
synthesis,synth-edff-count,256,
power,total_power,5.393,mW
==> path summary, 6_finish.rpt <==
path / depth (start not counted) / slack (ns) / end
worst min register to register: 2 / 0.66 / u_que.wr_ptr_r[1]
worst max-delay path: 4 / 1.17 / deq_dat[1]
min in group asynchronous: 1 / 0.85 / u_que.len_r[2]
worst min-delay path: 2 / 0.66 / u_que.wr_ptr_r[1]
worst max register to register: 7 / 2.44 / u_que.que[6][21]
max in group asynchronous: 1 / 4.09 / u_que.rd_ptr_r[0]
==> report_power, final <==
part	internal (mW)	total (mW)	switching (mW)	leakage (nW)
registers	2.40	2.53	0.133	2.45
logic	0.672	1.02	0.351	1.07
clock network	1.13	1.84	0.709	0.420
total	4.20	5.39	1.19	3.94
==> through the flow <==
| step | cells | worst slack [ns] |
|---|---|---|
| after global placement | 855 | 1.535 |
| after CTS | 900 | 1.087 |
| after detailed placement | 855 | 1.490 |
| after global routing | 900 | 1.002 |
| after floorplan | 460 | 0.09055 |
| final | 900 | 1.174 |
==> worst reg2reg max path: cells and delay by family (launching register included) <==
family	cells	cell delay, ns
buf+inv	2	0.53
fa+ha+maj	1	0.26
simple gates	4	1.24
flops	1	0.50
==> sequential cells by signal, summed over array words and instances (netlist names) <==
name / flops
u_que.len_r: 4
u_que.que: 256
u_que.rd_ptr_r: 3
u_que.wr_ptr_r: 3
==> cell families (layout without fill, tap and decap cells) <==
family	count (synthesis)	after routing
flops	266	266
fa+ha+maj	6	6
xor+xnor	5	5
mux	99	99
simple gates	45	45
buf+inv	26	136
compound gates	13	13
==> routing by layer <==
| metal | vias to the layer above | GRT usage | share of wire | wire [um] |
|---|---|---|---|---|
| met1 | 2340 | 0.2105 | 0.35 | 6664 |
| met3 | 33 | 0.09648 | 0.13 | 2429 |
| li1 | 2106 | - | - | - |
| met4 | 0 | 0.03186 | 0.023 | 427 |
| met2 | 264 | 0.2527 | 0.49 | 9322 |
| met5 | - | 0 | 0 | 0 |
==> cell usage in the layout (no fill, tap or decap), types with 3 or more instances in the layout <==
| cell type | n |
|---|---|
| clkbuf_16 | 29 |
| clkdlybuf4s50_1 | 74 |
| mux4_2 | 55 |
| nor2_1 | 12 |
| dfrtp_1 | 7 |
| clkbuf_1 | 11 |
| nand2b_1 | 4 |
| nor2_4 | 3 |
| nor3_2 | 3 |
| xnor2_1 | 4 |
| edfxtp_1 | 256 |
| mux4_1 | 9 |
| nor2b_1 | 5 |
| buf_4 | 13 |
| nand2_1 | 7 |
| clkbuf_8 | 3 |
| ha_1 | 6 |
| mux2_2 | 32 |
==> layout make-up <==
cell class                      count  area (um^2)  share of cell area
Clock buffer                       43        808.3             0.06476
Clock inverter                      2        60.06            0.004812
Inverter                            2        7.507           0.0006014
Multi-Input combinational cell    168         2369              0.1898
Sequential cell                   266         7946              0.6366
Tap cell                          330        412.9             0.03308
Timing Repair Buffer               89        878.3             0.07037
Power figures rest on the tool's default switching activity, not on a simulated workload.
